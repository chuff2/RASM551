$ cat flow/run.sh
#!/bin/bash
# OpenROAD 26Q1-2900-gdf79404cd8, Yosys 0.63+post, stock flow scripts
make -C /OpenROAD-flow-scripts/flow DESIGN_CONFIG=/design/flow/config.mk WORK_HOME=/design/flow/orfs finish
$ cat flow/config.mk
export PLATFORM = sky130hd
export DESIGN_NAME = CommMaster
export DESIGN_NICKNAME = CommMaster
export VERILOG_FILES = /design/flow/design.v
export SDC_FILE = /design/flow/constraint.sdc
export NUM_CORES = 4
export LEC_CHECK = 1
export CORE_UTILIZATION = 30
$ cat flow/constraint.sdc
current_design CommMaster

set clk_period 4.8
set clk_io_pct 0.2

create_clock -name clk0 -period $clk_period [get_ports {clk}]

set non_clock_inputs [all_inputs -no_clocks]
set_input_delay [expr $clk_period * $clk_io_pct] -clock clk0 $non_clock_inputs
set_output_delay [expr $clk_period * $clk_io_pct] -clock clk0 [all_outputs]
$ cat flow/design.v
module CommMaster(clk, rst_n, snd_cmd, cmd, TX, RX, cmd_cmplt, resp, resp_cmplt, clr_rdy);
input logic clk, rst_n, snd_cmd, RX, clr_rdy;
input logic [15:0] cmd;
output logic TX, cmd_cmplt, resp_cmplt;
output [7:0] resp;
logic sel, trmt, tx_done;
logic [7:0] tx_data, cmd_lower;
typedef enum reg [2:0] {IDLE, SEND_HIGH, SEND_LOW, CMD_SENT} state_t;
state_t state, nxt_state;
typedef enum reg {RX_IDLE, RESPONSE_CMPLT} rx_state_t;
rx_state_t rx_state, rx_nxt_state;
always_ff @(posedge clk or negedge rst_n)
    if(!rst_n)
		state <= IDLE;
    else
		state <= nxt_state;
always_ff @(posedge clk, negedge rst_n)
	if(!rst_n)
		rx_state <= RX_IDLE;
	else
		rx_state <= rx_nxt_state;
always_comb begin
	sel = 1'b0;
	trmt = 1'b0;
	cmd_cmplt = 1'b0;
	nxt_state = IDLE;
	case(state)
	IDLE: 
		if(snd_cmd) begin
			trmt = 1'b1;
			sel = 1'b1;
			nxt_state = SEND_HIGH;
		end else
			nxt_state = IDLE;
	SEND_HIGH:
		if(tx_done) begin
			trmt = 1'b1;
			nxt_state = SEND_LOW;
		end else
			nxt_state = SEND_HIGH;
	SEND_LOW:
		if(tx_done) begin
			cmd_cmplt = 1'b1;
			nxt_state = CMD_SENT;
		end else
			nxt_state = SEND_LOW;
	default: 
		if(snd_cmd) begin
			trmt = 1'b1;
			sel = 1'b1;
			nxt_state = SEND_HIGH;
		end else
			nxt_state = CMD_SENT;
	endcase
end
always_comb begin
	rx_nxt_state = RX_IDLE;
	case(rx_state)
		RX_IDLE: begin
			if(resp_cmplt) begin
			 rx_nxt_state = RESPONSE_CMPLT;
			end
		end
		RESPONSE_CMPLT: begin
		end
	endcase
end
assign tx_data = sel ? cmd[15:8] : cmd_lower;
always @(posedge clk)
	if(snd_cmd)
		cmd_lower <= cmd[7:0];
UART UART_INST(.clk(clk), .rst_n(rst_n), .trmt(trmt), .tx_data(tx_data), .TX(TX), .RX(RX), .tx_done(tx_done), .clr_rdy(clr_rdy), .cmd(resp), .rdy(resp_cmplt));
endmodule
module UART(clk, rst_n, trmt, tx_data, TX, RX, tx_done, clr_rdy, cmd, rdy);
input logic clk, rst_n, trmt, RX, clr_rdy;
input logic [7:0] tx_data;
output logic rdy, TX, tx_done;
output logic [7:0] cmd;
uart_tx transmitter (.clk(clk), .rst_n(rst_n), .trmt(trmt), .tx_data(tx_data), .TX(TX), .tx_done(tx_done) );
uart_rx receiver (.clk(clk), .rst_n(rst_n), .RX(RX), .clr_rdy(clr_rdy), .cmd(cmd), .rdy(rdy) );
endmodule
module  uart_rx(clk, rst_n, RX, clr_rdy, cmd, rdy);
input logic clk, rst_n, RX, clr_rdy;
output logic [7:0] cmd;
output logic rdy;
logic rxing, start, clr_reg, set_done;
logic rx_ff1, rx_ff2;
logic shift;
logic [8:0] rx_sr;
logic [6:0] baud_cnt;
logic [3:0] bit_cnt;
typedef enum reg {IDLE, RX_NOW} state_t;
state_t state, nxt_state;
always_ff @(posedge clk, negedge rst_n)
	if(!rst_n)
		state <= IDLE;
	else
		state <= nxt_state;
always_comb begin
	rxing = 0;
	set_done = 0;
	start = 0;
	case(state)
	  IDLE: if(!rx_ff2) begin
		nxt_state = RX_NOW; 
		start = 1;
	  end else
		nxt_state = IDLE;
	  default: begin
		rxing = 1;
		if(bit_cnt == 4'b1010) begin
			nxt_state = IDLE;
			set_done = 1;
		end else
			nxt_state = RX_NOW;
	  end	
	endcase
end
always_ff @(posedge clk or negedge rst_n)
	if(!rst_n) begin
		rx_ff1 <= 1'b1;
		rx_ff2 <= 1'b1;
	end
	else begin
		rx_ff1 <= RX;
		rx_ff2 <= rx_ff1;
	end
always_ff @(posedge clk)
	if(shift)
		rx_sr <= {rx_ff2, rx_sr[8:1]};
assign cmd = rx_sr[7:0];
always_ff @(posedge clk or negedge rst_n)
	if(!rst_n)
		baud_cnt <= 7'h4A;
	else if(start)
		baud_cnt <= 7'h4A;
	else if(shift)
		baud_cnt <= 7'h13;
	else if(rxing)
		baud_cnt <= baud_cnt + 1;
assign shift = &baud_cnt;	
always_ff @(posedge clk or negedge rst_n)
	if(!rst_n)
		bit_cnt <= 4'h0;
	else if(start)
		bit_cnt <= 4'h0;
	else if(shift)
		bit_cnt <= bit_cnt + 1;
always_ff @(posedge clk or negedge rst_n)
	if(!rst_n)
		rdy <= 0;
	else if(start || clr_rdy)
		rdy <= 1'b0;
	else if(set_done)
		rdy <= 1'b1;
endmodule
module uart_tx(clk, rst_n, trmt, tx_data, TX, tx_done);
input logic clk, rst_n, trmt;   
input logic [7:0] tx_data;  
output logic TX, tx_done;  
logic txing, load, set_done, clr_done;
logic shift, nxt_tx_done;
logic [9:0] ten_bit_load, tx_sr;
logic [6:0] baud_cnt, nxt_baud_cnt;
logic [3:0] bit_cnt, nxt_bit_cnt;
typedef enum reg {IDLE, TX_NOW} state_t;
state_t state, nxt_state;
always_ff @(posedge clk, negedge rst_n)
	if(!rst_n)
		state <= IDLE;
	else
		state <= nxt_state;
always_comb begin
	txing = 0;
	load = 0;
	set_done = 0;
	clr_done = 0;
	case(state)
	  IDLE: if(trmt) begin
		nxt_state = TX_NOW; 
		load = 1;
		clr_done = 1;
	  end else
		nxt_state = IDLE;
	  TX_NOW: begin
	  txing = 1;
	  if(bit_cnt == 4'b1010) begin
		nxt_state = IDLE;
		set_done = 1;
	  end else if(bit_cnt < 4'b1010)
		nxt_state = TX_NOW;
	  else
		nxt_state = IDLE;	
	end
	  default: nxt_state = IDLE;
	endcase
end
assign ten_bit_load = {1'b1, tx_data, 1'b0};
always_ff @(posedge clk, negedge rst_n)
	if(!rst_n)
		tx_sr <= 10'h3FF;
	else if(load)
		tx_sr <= ten_bit_load;
	else if(shift)
		tx_sr <= {1'b1, tx_sr[9:1]};
assign TX = tx_sr[0];
always_comb
	if(shift | load)
		nxt_baud_cnt = 7'h00;
	else if(txing)
		nxt_baud_cnt = baud_cnt + 1;
	else
		nxt_baud_cnt = baud_cnt;
always_ff @(posedge clk)
	baud_cnt <= nxt_baud_cnt;
always_comb
	if(baud_cnt == 7'd108)
		shift =1;
	else
		shift = 0;
always_comb
	if(load)
		nxt_bit_cnt = 4'h0;
	else if(shift)
		nxt_bit_cnt = bit_cnt + 1;
	else
		nxt_bit_cnt = bit_cnt;
always_ff @(posedge clk)
	bit_cnt <= nxt_bit_cnt;
always_ff @(posedge clk or negedge rst_n)
	if(!rst_n)
		tx_done <= 0;
	else if(set_done)
		tx_done <= 1;
	else if(clr_done)
		tx_done <= 0;
endmodule
==> impl_metrics.ini <==
; physical design summary
[yosys]
synth-edff-count = 17
netlist_area_um2 = 2540
ys.flops = 58
ys_area_um2 = 2540
ys_cells = 217
syn_avg_cell_area_um2 = 11.7
netlist_instances = 217
synth_cell_type_count = 40
top_cell_area_share = 0.201
synth.most_common_cell = nor2_1
yosysWarnings = 3
yosysTopAreaCell = edfxtp_1
synth.yosys.seq_area_share = 0.590
top_cells_by_area = edfxtp_1, dfstp_2, dfrtp_1
synthArstFlopShare = 0.517
ys_top_cells_by_count = nor2_1, edfxtp_1, mux2i_1
ys.flop_type = edfxtp_1

[detailed_routing]
dr.pass1.iters = 5
diodes = 0
remaining_drc_errors = 0
detail-route-antenna-nets = 0
drt-total-wl_um = 3970
wl_per_cell_um = 11.2
vias = 1580
drtIter0Drc = 123
vias_per_cell = 4.45

[grt]
grt_pass1_vias = 1535
overflow = 0
antenna_found_initial = 0
grt_first_pass_wirelength_um = 7130
grt_max_degree = 31
grt_usage = 0.105

[worst_setup_path]
crit_fanout = 19
reg2reg_depth = 4
crit_required_ns = 5.07
end_kind = flip-flop
crit_slowest_cell = clkdlybuf4s50_1
start_kind = primary input
path_cells = clkdlybuf4s50_1, or3b_1, a21oi_4, or2b_1, a2bb2oi_2
worstPathArrival_ns = 3.37
critPathMaxStageDelay_ns = 0.73
worst-setup-path-type = primary input to flip-flop

[clocking]
htreeDepth = 3
cts.reportedPaths.clkPinSlew_ns = 0.07
hold_buffers = 0
cts_tree = done
clock_sinks = 58
post-cts-setup-buffers = 0
clkLatencyLatePin_ns = 0.33
cts_buffers = 9
ctsResizeCount = 0
cts_root_buf = clkbuf_8
cts_buffer_depth = 2

[timing]
final.setup_skew_ns = 0.00505
hold_viol_final = 0
setup_slack_ns = 1.69
fin_crit_sh = 0.647
maxSlewHeadroom = 0.636
setup_tns_ns = 0
fmax_ghz = 0.322
period_minus_slack_ns = 3.11
worst_pin_slew_ns = 0.545
finalSetupViolCount = 0
rsz0062_at_grt = no
finalMaxSlewViolations = 0

[layout]
drive_gt1_frac = 0.140
finish.instance_area_um2 = 3050
area_growth_pct = 19.9
stdcell_count = 355

[power_and_ir_drop]
netSwitchingPower_mw = 0.203
swShare = 0.219
max-vdd-ir-drop_mv = 0.144
intPower_mw = 0.722
clkPwrFrac = 0.399
p_per_area_nw_per_um2 = 303
cellLeakagePower_nw = 1.25
pwr-share-comb = 0.034
seq_power_share = 0.566

[die]
fp_util = 0.310
die_width_um = 94.1
rows = 33
die_y_um = 94.1
ios = 32
coreArea_um2 = 8220
die_area_um2 = 8850

[flow_run]
tool_warnings = 28
max-cap-violations = 0

[placement]
hpwl_um = 2660
finalWeightedCongestion = 0.803
place_area_um2 = 2890
dp_cells = 339
port-buffer-count = 31
pre_cts_slack_ns = 1.33

[run_status]
run_status = finished, final reports clean

[min_path]
holdPathStages = 0
min-delay-path-class = flip-flop to flip-flop
-- cell type report --
| class | count | area [µm²] |
|---|---|---|
| Fill cell | 777 | 5170 |
| Tap cell | 105 | 131 |
| Multi-Input combinational cell | 133 | 898 |
| Timing Repair Buffer | 32 | 318 |
| Clock inverter | 6 | 33.8 |
| Inverter | 11 | 41.3 |
| Clock buffer | 10 | 128 |
| Sequential cell | 58 | 1500 |
-- placed cells by master (no fill, tap or decap), drive strengths merged, types with 3 or more instances in the layout --
cell	instances
or2	3
mux2i	17
ha	7
clkbuf	10
nor3	4
nand4	6
nand3	3
nor2	22
clkdlybuf4s50	31
dfstp	15
dfxtp	11
a22oi	3
xnor2	9
xor2	5
inv	11
clkinv	4
a21oi	11
nand2	14
o21ai	7
edfxtp	17
dfrtp	15
-- cells by family (layout without fill, tap and decap cells) --
kind of cell / count (synthesis) / in the layout / share of synthesized area
xor+xnor: 14 / 14 / 0.0482
flops: 58 / 58 / 0.590
mux: 17 / 17 / 0.0669
fa+ha+maj: 7 / 7 / 0.0344
compound gates: 32 / 32 / 0.0841
buf+inv: 26 / 59 / 0.0571
simple gates: 63 / 63 / 0.120
-- through the flow --
stage	hold WS [ns]	util	total power, mW
global route	0.366	0.371	0.974
floorplan	0.345	-	0.540
finish	0.356	0.371	0.925
global placement	0.347	0.352	0.566
detailed placement	0.347	0.352	0.566
CTS	0.357	0.371	0.942
-- metal layers --
metal / global-route usage / up-vias / share of wire
met3: 0.0346 / 4 / 0.057
met1: 0.168 / 722 / 0.52
li1: - / 805 / -
met5: 0 / - / 0
met2: 0.147 / 49 / 0.41
met4: 0.0154 / 0 / 0.012
-- state kept, by name (all words and copies together) (netlist names), named ones only --
register	cells
UART_INST.transmitter.tx_sr	9
UART_INST.transmitter.tx_done	1
UART_INST.receiver.baud_cnt	7
UART_INST.transmitter.bit_cnt	4
UART_INST.receiver.rx_ff2	1
UART_INST.receiver.rx_sr	9
UART_INST.transmitter.baud_cnt	7
state	3
UART_INST.transmitter.state	1
UART_INST.receiver.bit_cnt	4
cmd_lower	8
UART_INST.receiver.rx_ff1	1
UART_INST.receiver.state	1
UART_INST.receiver.rdy	1
-- worst paths after layout --
| check | start | to | slack, ns |
|---|---|---|---|
| setup / recovery | snd_cmd | UART_INST.transmitter.tx_sr[8] | 1.69 |
| hold / removal | UART_INST.receiver.rx_ff1 | UART_INST.receiver.rx_ff2 | 0.36 |
| setup reg to reg | UART_INST.receiver.baud_cnt[1] | UART_INST.receiver.rx_sr[4] | 2.68 |
| hold reg to reg | UART_INST.receiver.rx_ff1 | UART_INST.receiver.rx_ff2 | 0.36 |
| max in group asynchronous | rst_n | UART_INST.transmitter.tx_sr[1] | 3.47 |
| min in group asynchronous | rst_n | UART_INST.receiver.baud_cnt[0] | 1.01 |
-- power by group through the flow --
stage / logic [mW] / clock network [mW] / registers [mW]
CTS: 0.0329 / 0.385 / 0.524
global route: 0.0357 / 0.413 / 0.525
finish: 0.0318 / 0.369 / 0.524
-- worst max-delay path: cells and delay by family --
kind | cells | cell delay, ns
simple gates | 2 | 0.97
compound gates | 2 | 0.71
buf+inv | 1 | 0.73
No activity file was given, so power comes from the tool's default toggle rates.
