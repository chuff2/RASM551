==> flow/design.v <==
module UART(clk, rst_n, trmt, tx_data, TX, RX, tx_done, clr_rdy, cmd, rdy);
input logic clk, rst_n, trmt, RX, clr_rdy;
input logic [7:0] tx_data;
output logic rdy, TX, tx_done;
output logic [7:0] cmd;
uart_tx transmitter (.clk(clk), .rst_n(rst_n), .trmt(trmt), .tx_data(tx_data), .TX(TX), .tx_done(tx_done) );
uart_rx receiver (.clk(clk), .rst_n(rst_n), .RX(RX), .clr_rdy(clr_rdy), .cmd(cmd), .rdy(rdy) );
endmodule
module UART_wrapper(clk, rst_n, clr_cmd_rdy, cmd_rdy, cmd, send_resp, resp, resp_sent, RX, TX);
	output logic cmd_rdy, TX, resp_sent;
	output [15:0] cmd;
	input clk, send_resp, RX, rst_n, clr_cmd_rdy;
	input [7:0] resp;
	logic clr_rdy, selectSig, rdy;
	logic [7:0] rx_data, rx_data_ff, rx_data_ff_next;
	UART uart(.clk(clk), .rst_n(rst_n), .cmd(rx_data), .clr_rdy(clr_rdy), .trmt(send_resp), .tx_data(resp), .tx_done(resp_sent), .rdy(rdy), .TX(TX), .RX(RX));
	typedef enum reg [1:0] {IDLE, BYTE_1, BYTE_2} state_t;
	state_t state, nextState;
	always @(posedge clk, negedge rst_n) begin
		if(!rst_n)
			state <= IDLE;
		else
			state <= nextState;
	end
	assign cmd = {rx_data_ff, rx_data};
	assign rx_data_ff_next = (selectSig) ? rx_data : rx_data_ff; 
	always@(posedge clk, negedge rst_n) begin
		if(!rst_n)
			rx_data_ff <= 8'b0;
		else
			rx_data_ff <= rx_data_ff_next;
	end
	always_comb begin
		selectSig = 1'b1;
		nextState = IDLE;
		cmd_rdy = 1'b0;
		clr_rdy = 1'b0;
		case(state)
			BYTE_2 : begin
				nextState = BYTE_2;
				selectSig = 1'b0;
				cmd_rdy = 1'b1;
				if(clr_cmd_rdy) begin
					cmd_rdy = 1'b0;
					selectSig = 1'b1;
					nextState = IDLE;
				end
			end
			BYTE_1 : begin
				selectSig = 1'b0;
				nextState = BYTE_1;
				if(rdy) begin
					clr_rdy = 1'b1;
					nextState = BYTE_2;
					cmd_rdy = 1'b1;
				end
			end
			default : begin
				if(rdy) begin
					clr_rdy = 1'b1;
					nextState = BYTE_1;
					selectSig = 1'b0;
				end
			end
		endcase
	end
endmodule
module  uart_rx(clk, rst_n, RX, clr_rdy, cmd, rdy);
input logic clk, rst_n, RX, clr_rdy;
output logic [7:0] cmd;
output logic rdy;
logic rxing, start, clr_reg, set_done;
logic rx_ff1, rx_ff2;
logic shift;
logic [8:0] rx_sr;
logic [6:0] baud_cnt;
logic [3:0] bit_cnt;
typedef enum reg {IDLE, RX_NOW} state_t;
state_t state, nxt_state;
always_ff @(posedge clk, negedge rst_n)
	if(!rst_n)
		state <= IDLE;
	else
		state <= nxt_state;
always_comb begin
	rxing = 0;
	set_done = 0;
	start = 0;
	case(state)
	  IDLE: if(!rx_ff2) begin
		nxt_state = RX_NOW; 
		start = 1;
	  end else
		nxt_state = IDLE;
	  default: begin
		rxing = 1;
		if(bit_cnt == 4'b1010) begin
			nxt_state = IDLE;
			set_done = 1;
		end else
			nxt_state = RX_NOW;
	  end	
	endcase
end
always_ff @(posedge clk or negedge rst_n)
	if(!rst_n) begin
		rx_ff1 <= 1'b1;
		rx_ff2 <= 1'b1;
	end
	else begin
		rx_ff1 <= RX;
		rx_ff2 <= rx_ff1;
	end
always_ff @(posedge clk)
	if(shift)
		rx_sr <= {rx_ff2, rx_sr[8:1]};
assign cmd = rx_sr[7:0];
always_ff @(posedge clk or negedge rst_n)
	if(!rst_n)
		baud_cnt <= 7'h4A;
	else if(start)
		baud_cnt <= 7'h4A;
	else if(shift)
		baud_cnt <= 7'h13;
	else if(rxing)
		baud_cnt <= baud_cnt + 1;
assign shift = &baud_cnt;	
always_ff @(posedge clk or negedge rst_n)
	if(!rst_n)
		bit_cnt <= 4'h0;
	else if(start)
		bit_cnt <= 4'h0;
	else if(shift)
		bit_cnt <= bit_cnt + 1;
always_ff @(posedge clk or negedge rst_n)
	if(!rst_n)
		rdy <= 0;
	else if(start || clr_rdy)
		rdy <= 1'b0;
	else if(set_done)
		rdy <= 1'b1;
endmodule
module uart_tx(clk, rst_n, trmt, tx_data, TX, tx_done);
input logic clk, rst_n, trmt;   
input logic [7:0] tx_data;  
output logic TX, tx_done;  
logic txing, load, set_done, clr_done;
logic shift, nxt_tx_done;
logic [9:0] ten_bit_load, tx_sr;
logic [6:0] baud_cnt, nxt_baud_cnt;
logic [3:0] bit_cnt, nxt_bit_cnt;
typedef enum reg {IDLE, TX_NOW} state_t;
state_t state, nxt_state;
always_ff @(posedge clk, negedge rst_n)
	if(!rst_n)
		state <= IDLE;
	else
		state <= nxt_state;
always_comb begin
	txing = 0;
	load = 0;
	set_done = 0;
	clr_done = 0;
	case(state)
	  IDLE: if(trmt) begin
		nxt_state = TX_NOW; 
		load = 1;
		clr_done = 1;
	  end else
		nxt_state = IDLE;
	  TX_NOW: begin
	  txing = 1;
	  if(bit_cnt == 4'b1010) begin
		nxt_state = IDLE;
		set_done = 1;
	  end else if(bit_cnt < 4'b1010)
		nxt_state = TX_NOW;
	  else
		nxt_state = IDLE;	
	end
	  default: nxt_state = IDLE;
	endcase
end
assign ten_bit_load = {1'b1, tx_data, 1'b0};
always_ff @(posedge clk, negedge rst_n)
	if(!rst_n)
		tx_sr <= 10'h3FF;
	else if(load)
		tx_sr <= ten_bit_load;
	else if(shift)
		tx_sr <= {1'b1, tx_sr[9:1]};
assign TX = tx_sr[0];
always_comb
	if(shift | load)
		nxt_baud_cnt = 7'h00;
	else if(txing)
		nxt_baud_cnt = baud_cnt + 1;
	else
		nxt_baud_cnt = baud_cnt;
always_ff @(posedge clk)
	baud_cnt <= nxt_baud_cnt;
always_comb
	if(baud_cnt == 7'd108)
		shift =1;
	else
		shift = 0;
always_comb
	if(load)
		nxt_bit_cnt = 4'h0;
	else if(shift)
		nxt_bit_cnt = bit_cnt + 1;
	else
		nxt_bit_cnt = bit_cnt;
always_ff @(posedge clk)
	bit_cnt <= nxt_bit_cnt;
always_ff @(posedge clk or negedge rst_n)
	if(!rst_n)
		tx_done <= 0;
	else if(set_done)
		tx_done <= 1;
	else if(clr_done)
		tx_done <= 0;
endmodule
==> flow/run.sh <==
#!/bin/bash
# OpenROAD 26Q1-2900-gdf79404cd8, Yosys 0.63+post, stock flow scripts
make -C /OpenROAD-flow-scripts/flow DESIGN_CONFIG=/design/flow/config.mk WORK_HOME=/design/flow/orfs finish
==> flow/config.mk <==
export PLATFORM = sky130hd
export DESIGN_NAME = UART_wrapper
export DESIGN_NICKNAME = UART_wrapper
export VERILOG_FILES = /design/flow/design.v
export SDC_FILE = /design/flow/constraint.sdc
export NUM_CORES = 4
export LEC_CHECK = 1
export CORE_UTILIZATION = 40
==> flow/constraint.sdc <==
current_design UART_wrapper

set clk_period 2.6
set clk_io_pct 0.2

create_clock -name clk0 -period $clk_period [get_ports {clk}]

set non_clock_inputs [all_inputs -no_clocks]
set_input_delay [expr $clk_period * $clk_io_pct] -clock clk0 $non_clock_inputs
set_output_delay [expr $clk_period * $clk_io_pct] -clock clk0 [all_outputs]
==> results.sh <==
# implementation run metrics
export IMPL_antennaDiodeCount=0
export IMPL_io_buffers=31
export IMPL_power_leakage_nw=1.24
export IMPL_simple_gate_share=0.164
export IMPL_comb_area_mm2=0.00102
export IMPL_drt_iter0_markers=92
export IMPL_drive_above_1_share=0.190
export IMPL_slew_headroom=0.566
export IMPL_dieArea_mm2=0.00685
export IMPL_ys_flops=57
export IMPL_ys_sh_xor=0.0202
export IMPL_period_minus_slack_ns=2.11
export IMPL_setup_worst_path_end="cmd_rdy"
export IMPL_finalNonFillerCells=350
export IMPL_synthesis_area_mm2=0.00261
export IMPL_yosys_warnings=3
export IMPL_viasPerCell=5.36
export IMPL_antenna_found_initial=0
export IMPL_p_total_mw=2.55
export IMPL_setup_tns_ns=0
export IMPL_wire_per_inst_um=13.4
export IMPL_grt_pass1_wl_um=7780
export IMPL_seqPwrFrac=0.471
export IMPL_cpMostUsedCell="clkdlybuf4s50_1"
export IMPL_top_area_cell="dfrtp_1"
export IMPL_synthTopLogicFamily="simple AND/OR/NAND/NOR gates"
export IMPL_reg2reg_from="uart.receiver.baud_cnt[1]$_DFFE_PN1P_"
export IMPL_switchingPower_mw=0.664
export IMPL_ios=32
export IMPL_crit_chain="clkdlybuf4s50_1 > o21ai_0 > clkdlybuf4s50_1"
export IMPL_vias=1875
export IMPL_place_congestion=0.783
export IMPL_die_y_um=82.7
export IMPL_synthFlopType="dfrtp_1"
export IMPL_rsz0062_at_grt="no"
export IMPL_yosys_area_top_type_share=0.211
export IMPL_synth_cells=243
export IMPL_aoi_share=0.132
export IMPL_whs_ns=0.185
export IMPL_r2r_slack_ns=0.68
export IMPL_yosys_cells=243
export IMPL_cts_tree="built"
export IMPL_synthArstFlopShare=0.649
export IMPL_p_clk_frac=0.390
export IMPL_drv_slew=0
export IMPL_critPathLaunchType="input pin"
export IMPL_fin_skew_ns=0.00766
export IMPL_reg2reg_depth=4
export IMPL_yosys_area_mm2=0.00261
export IMPL_critPathCaptureType="output port"
export IMPL_detailed_place_hpwl_um=3060
export IMPL_htreeDepth=3
export IMPL_setup_viol=0
export IMPL_path_class="in -> out"
export IMPL_p_sw_frac=0.260
export IMPL_die_w_um=82.7
export IMPL_edf_count=9
export IMPL_crit_path_max_fanout=3
export IMPL_intPower_mw=1.89
export IMPL_regArea_mm2=0.00144
export IMPL_avgSynthCellArea_um2=10.7
export IMPL_placeableCoreArea_mm2=0.00631
export IMPL_drc=0
export IMPL_initial_core_util=0.413
export IMPL_cts_root_buffer="clkbuf_8"
export IMPL_synth_area_top_cells="dfrtp_1, dfstp_2, edfxtp_1"
export IMPL_firstDrtPassIters=4
export IMPL_cp_arrival_ns=1.59
export IMPL_timing_fmax_mhz=474
export IMPL_overflow=0
export IMPL_cts_clk_slew_worst_paths_ns=0.06
export IMPL_cp_required_ns=2.08
export IMPL_final_common_cell="clkdlybuf4s50_1"
export IMPL_slowest_stage="clkdlybuf4s50_1"
export IMPL_status="finished, final reports clean"
export IMPL_vdd_ir_drop_max_mv=0.476
export IMPL_max_cap_violations=0
export IMPL_drt_total_wl_um=4680
export IMPL_min_path_type="in -> async"
export IMPL_grt_pass1_vias=1676
export IMPL_max_stage_delay_ns=0.48
export IMPL_grt_util_met2=0.231
export IMPL_timing_rr_end="uart.receiver.rx_sr[8]$_DFFE_PP_"
export IMPL_warnings=28
export IMPL_power_density_mw_per_mm2=806
export IMPL_grt_busiest_layer="met1"
export IMPL_drtAntennaViolNets=0
export IMPL_dpl_cell_count=334
export IMPL_area_growth_pct=21.4
export IMPL_ys_sh_mux=0.0427
export IMPL_cp_startpoint="clr_cmd_rdy"
export IMPL_ys_seq_share=0.550
export IMPL_final_cell_mix="clkdlybuf4s50_1, dfrtp_1, a21oi_1"
export IMPL_cts_resized=0
export IMPL_cts_setup_buffers=0
export IMPL_met1_usage=0.239
export IMPL_worst_pin_slew_ns=0.644
export IMPL_use_met3=0.0346
export IMPL_grt_max_degree=27
export IMPL_min_period_over_period=0.812
export IMPL_power_frac_comb=0.139
export IMPL_hold_viol=0
export IMPL_postCtsHoldBufs=0
export IMPL_ys_types=42
export IMPL_clkLatencyLatePin_ns=0.33
export IMPL_numCtsBuffers=9
export IMPL_grt_use_total=0.153
export IMPL_n_fill_cell=581
export IMPL_clock_sinks=57
export IMPL_adder_share=0.0336
export IMPL_cts_max_path_buffers=2
export IMPL_fp_row_count=29
==> registers in the layout (all words and copies together) (netlist names), 2 cells and up, named ones only <==
register / flops
uart.transmitter.tx_sr: 9
uart.receiver.baud_cnt: 7
rx_data_ff: 8
uart.receiver.rx_sr: 9
uart.transmitter.bit_cnt: 4
uart.transmitter.baud_cnt: 7
state: 2
uart.receiver.bit_cnt: 4
==> how the worst min path moves through the flow <==
stage          from                                    to  slack (ns)  depth (start not counted)
finish        rst_n            asynchronous set/reset pin        0.19                          1
global route  rst_n  uart.transmitter.tx_done$_DFFE_PN0P_        0.22                          1
CTS           rst_n  uart.transmitter.tx_done$_DFFE_PN0P_        0.19                          1
==> logic make-up after synthesis <==
group	after synthesis
fa+ha+maj	7
flops	57
simple gates	77
buf+inv	31
mux	10
compound gates	55
xor+xnor	6
==> synthesized netlist by cell type, types with 2 or more instances <==
cell type,count
nand4_1,10
clkbuf_1,9
dfstp_2,15
dfxtp_1,11
xor2_1,5
nand3b_1,2
or3_2,2
buf_2,3
buf_4,8
nand3_1,14
o21ai_0,16
nor2_1,12
o31ai_1,5
or4_1,3
o211ai_1,7
a31oi_1,2
inv_1,11
or3_1,3
nor2b_1,4
a21oi_1,19
edfxtp_1,9
nand2_1,18
ha_1,7
mux2_2,9
dfrtp_1,22
==> through the flow <==
stage | utilization | instance area (um2) | setup WS, ns
5_1_grt | 0.501 | 3170 | 0.346
4_1_cts | 0.501 | 3170 | 0.479
2_1_floorplan | - | 2610 | 0.877
3_3_place_gp | 0.463 | 2920 | 0.495
3_5_place_dp | 0.463 | 2920 | 0.502
6_report | 0.501 | 3170 | 0.490
==> critical path: cells and delay by family <==
family                 cells  cell delay [ns]
AND-OR/OR-AND              1             0.16
buffers and inverters      2             0.91
==> layout make-up <==
class | count | area share
multi-input cells | 155 | 0.323
clock buffers | 9 | 0.0391
repair buffers | 34 | 0.104
well taps | 77 | 0.0304
flip-flops and latches | 57 | 0.453
clock inverters | 7 | 0.0375
inverters | 11 | 0.0130
==> per-layer routing <==
layer | vias to the layer above | routed length [um] | share of wire
met3 | 9 | 174 | 0.037
met5 | - | 0 | 0
met2 | 41 | 2060 | 0.44
li1 | 924 | - | -
met1 | 901 | 2350 | 0.50
met4 | 0 | 86 | 0.018
==> power by group through the flow <==
stage | clock network (mW) | logic [mW] | registers (mW)
CTS | 1.02 | 0.360 | 1.20
global route | 1.05 | 0.407 | 1.22
finish | 0.995 | 0.355 | 1.20
Power is estimated from default activity; no workload was simulated.
