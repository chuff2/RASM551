==> flow/design.v <==
module CommMasterSM(clk, rst_n, snd_cmd, cmd, TX, cmd_cmplt);
input logic clk, rst_n, snd_cmd;
input logic [15:0] cmd;
output logic TX, cmd_cmplt;
logic sel, trmt, tx_done;
logic [7:0] tx_data, cmd_lower;
typedef enum reg [2:0] {IDLE, SEND_HIGH, SEND_LOW, CMD_SENT} state_t;
state_t state, nxt_state;
always_ff @(posedge clk or negedge rst_n)
    if(!rst_n)
		state <= IDLE;
    else
		state <= nxt_state;
always_comb begin
	sel = 1'b0;
	trmt = 1'b0;
	cmd_cmplt = 1'b0;
	nxt_state = IDLE;
	case(state)
	IDLE: 
		if(snd_cmd) begin
			trmt = 1'b1;
			sel = 1'b1;
			nxt_state = SEND_HIGH;
		end else
			nxt_state = IDLE;
	SEND_HIGH:
		if(tx_done) begin
			trmt = 1'b1;
			nxt_state = SEND_LOW;
		end else
			nxt_state = SEND_HIGH;
	SEND_LOW:
		if(tx_done) begin
			cmd_cmplt = 1'b1;
			nxt_state = CMD_SENT;
		end else
			nxt_state = SEND_LOW;
	default: 
		if(snd_cmd) begin
			trmt = 1'b1;
			sel = 1'b1;
			nxt_state = SEND_HIGH;
		end else
			nxt_state = CMD_SENT;
	endcase
end
assign tx_data = sel ? cmd[15:8] : cmd_lower;
always @(posedge clk)
	if(snd_cmd)
		cmd_lower <= cmd[7:0];
uart_tx UART_TX_INST(.clk(clk), .rst_n(rst_n), .tx_data(tx_data), .trmt(trmt), .TX(TX), 
	.tx_done(tx_done) );
endmodule
module uart_tx(clk, rst_n, trmt, tx_data, TX, tx_done);
input logic clk, rst_n, trmt;   
input logic [7:0] tx_data;  
output logic TX, tx_done;  
logic txing, load, set_done, clr_done;
logic shift, nxt_tx_done;
logic [9:0] ten_bit_load, tx_sr;
logic [6:0] baud_cnt, nxt_baud_cnt;
logic [3:0] bit_cnt, nxt_bit_cnt;
typedef enum reg {IDLE, TX_NOW} state_t;
state_t state, nxt_state;
always_ff @(posedge clk, negedge rst_n)
	if(!rst_n)
		state <= IDLE;
	else
		state <= nxt_state;
always_comb begin
	txing = 0;
	load = 0;
	set_done = 0;
	clr_done = 0;
	case(state)
	  IDLE: if(trmt) begin
		nxt_state = TX_NOW; 
		load = 1;
		clr_done = 1;
	  end else
		nxt_state = IDLE;
	  TX_NOW: begin
	  txing = 1;
	  if(bit_cnt == 4'b1010) begin
		nxt_state = IDLE;
		set_done = 1;
	  end else if(bit_cnt < 4'b1010)
		nxt_state = TX_NOW;
	  else
		nxt_state = IDLE;	
	end
	  default: nxt_state = IDLE;
	endcase
end
assign ten_bit_load = {1'b1, tx_data, 1'b0};
always_ff @(posedge clk, negedge rst_n)
	if(!rst_n)
		tx_sr <= 10'h3FF;
	else if(load)
		tx_sr <= ten_bit_load;
	else if(shift)
		tx_sr <= {1'b1, tx_sr[9:1]};
assign TX = tx_sr[0];
always_comb
	if(shift | load)
		nxt_baud_cnt = 7'h00;
	else if(txing)
		nxt_baud_cnt = baud_cnt + 1;
	else
		nxt_baud_cnt = baud_cnt;
always_ff @(posedge clk)
	baud_cnt <= nxt_baud_cnt;
always_comb
	if(baud_cnt == 7'd108)
		shift =1;
	else
		shift = 0;
always_comb
	if(load)
		nxt_bit_cnt = 4'h0;
	else if(shift)
		nxt_bit_cnt = bit_cnt + 1;
	else
		nxt_bit_cnt = bit_cnt;
always_ff @(posedge clk)
	bit_cnt <= nxt_bit_cnt;
always_ff @(posedge clk or negedge rst_n)
	if(!rst_n)
		tx_done <= 0;
	else if(set_done)
		tx_done <= 1;
	else if(clr_done)
		tx_done <= 0;
endmodule
==> flow/run.sh <==
#!/bin/bash
# OpenROAD 26Q1-2900-gdf79404cd8, Yosys 0.63+post, stock flow scripts
make -C /OpenROAD-flow-scripts/flow DESIGN_CONFIG=/design/flow/config.mk WORK_HOME=/design/flow/orfs finish
==> flow/config.mk <==
export PLATFORM = sky130hd
export DESIGN_NAME = CommMasterSM
export DESIGN_NICKNAME = CommMasterSM
export VERILOG_FILES = /design/flow/design.v
export SDC_FILE = /design/flow/constraint.sdc
export NUM_CORES = 4
export LEC_CHECK = 1
export CORE_AREA = 10 10 101 101
export DIE_AREA = 0 0 111 111
==> flow/constraint.sdc <==
current_design CommMasterSM

set clk_period 3.1
set clk_io_pct 0.2

create_clock -name clk0 -period $clk_period [get_ports {clk}]

set non_clock_inputs [all_inputs -no_clocks]
set_input_delay [expr $clk_period * $clk_io_pct] -clock clk0 $non_clock_inputs
set_output_delay [expr $clk_period * $clk_io_pct] -clock clk0 [all_outputs]
==> ci_impl_report.md <==
### Metrics collected by this job

| Metric | Value |
|---|---|
| Vias/cell | 3.806 |
| Slew HR | 51.21% |
| Antenna-violating nets left | 0 |
| Clk slew on worst S/H paths | 0.07 ns |
| Gp weighted congestion | 0.8099 |
| Die W | about 110 um |
| Dominant register cell | dfxtp_1 |
| Unique cell types | 32 |
| Global-route wire length before repair | 4857 um |
| PwrDens | 438.2 mW/mm2 |
| Port Buf Inserts | 20 |
| Drt first pass iters | 4 |
| RR Endpoint | UART_TX_INST.tx_sr[6] |
| Flops after synth | 34 |
| DP Worst Slack | 0.5302 ns |
| Via count | 1039 |
| Yosys stat cell total | ~140 |
| Total global routing track utilization | 4.563% |
| Init Core Util | 18.50% |
| Setup TNS | 0 ns |
| Starting DRC count in detailed routing | 116 |
| Final Max Slew Viols | 0 |
| Sequential share of power | 58.1% |
| Chip area | 0.01232 mm2 |
| H-tree depth | 2 |
| Inst Count DP | 265 |
| Area grow syn2layout | 25.44% |
| DRC | 0 |
| Synth Seq Share | about 56% |
| Worst path max stage delay | about 0.52 ns |
| CP Data Required Time | 3.30 ns |
| Hold Startpoint | UART_TX_INST.tx_sr[5] |
| Worst reg2reg path depth | 5 |
| Row cnt | 33 |
| Top post-synthesis cells by count | nand2_1, nor2_1, dfxtp_1 |
| HP Class | reg -> reg |
| Clk pwr share | 36.9% |
| Status | completed |
| EDFF count, synth | 8 |
| I/O pins | 21 |
| Clk ins delay skew pair | approximately 0.28 ns |
| CTS tree | done |
| CP max-delay cell | or3b_1 |
| Final Skew | roughly 0.0065 ns |
| WHS Path Cells | 2 |
| Yosys top cell by instances | nand2_1 |
| Maximum vdd ir drop | around 0.28 mV |
| RSZ-0062 raised after global routing | false |
| Fin worst setup slack | 0.7947 ns |
| Cycle use final | 74.37% |
| Number of synthesis warnings | 2 |
| Hold Violations, Final | 0 |
| Yosys stat chip area | 0.001505 mm2 |
| Comb power frac | approximately 5.0% |
| Largest net degree at the start of global routing | 16 |
| Lkg Pwr | between 0.7 and 0.8 nW |
| Tmin final | 2.305 ns |
| Synthesized area per cell | between 10 and 15 um2 |
| # setup viols final | 0 |
| Critical path, cell by cell | clkdlybuf4s50_1, or3b_1, a21oi_4, buf_4, a21oi_1, a32oi_1 |
| Post-Syn Instances | 144 |
| OpenROAD warnings | 27 |
| CTS root buffer | clkbuf_8 |
| Worst Max-Slew Pin Slew | 0.7291 ns |
| Setup bufs post-CTS | 0 |
| Final Power | about 830 uW |
| Main area contributors after synthesis | dfstp_2, edfxtp_1, dfxtp_1, dfrtp_1, nand2_1 |
| Final Core Density | 23.21% |
| Initial antenna violation count | 0 |
| Type of destination of the critical path | flop |
| Sink Count | 34 |
| Layout cell share with drive strength beyond 1 | between 10% and 20% |
| Fmax | 0.4338 GHz |
| Wirelength per Cell | 10.78 um |
| Fin cells | 273 |
| Post-cts resize count | 0 |
| DP HPWL | 2217 um |
| Post-Syn Area | roughly 0.0015 mm2 |
| Total gr overflow | 0 |
| Die height | 111 um |
| Asr flop ratio synth | 44.12% |
| Number of global-route vias before repair | 1027 |
| Core area | approximately 0.008 mm2 |
| Setup Crit Path Kind | in -> reg |
| CP max FO | 13 |
| Dominant cell area share | 17.46% |
| CTS Hold Bufs | 0 |
| Final wirelength | 2942 um |
| Max_cap viols | 0 |
| Clock buffer depth | 2 |
| Switching power share of the total | 20.82% |
| Cell taking the most area after synthesis | dfstp_2 |
| Worst reg2reg setup slack | 1.18 ns |
| Int Power | 655.1 uW |
| Critical Path AT | roughly 2.5 ns |
| Sw Pwr | 172.2 uW |
| Diodes inserted | 0 |
| Hold Path Sink | UART_TX_INST.tx_sr[5] |
| CTS buffer count | 5 |
| Setup crit start kind | primary input |
-- state kept, by name, indices dropped and copies added (netlist names), named ones only --
| register | count |
|---|---|
| state | 3 |
| UART_TX_INST.bit_cnt | 4 |
| UART_TX_INST.baud_cnt | 7 |
| UART_TX_INST.tx_done | 1 |
| cmd_lower | 8 |
| UART_TX_INST.state | 1 |
| UART_TX_INST.tx_sr | 9 |
-- routing by layer --
| metal | track usage, % | up-vias | part of all wire (%) |
|---|---|---|---|
| li1 | - | 531 | - |
| met2 | 6.761 | 16 | 46 |
| met1 | 6.331 | 490 | 47 |
| met5 | 0 | - | 0 |
| met4 | 1.128 | 0 | 2.3 |
| met3 | 1.423 | 2 | 4.7 |
-- power by group through the flow --
stage	clock, mW	sequential, mW	combinational, mW
4_1_cts	0.318	0.481	0.0425
5_1_grt	0.343	0.481	0.0455
6_report	0.305	0.481	0.0417
-- per-stage QoR --
| step | instance area (um2) | hold slack (ns) |
|---|---|---|
| after floorplan | 1505 | 0.3244 |
| after global placement | 1807 | 0.4520 |
| after detailed placement | 1807 | 0.4523 |
| after CTS | 1888 | 0.4618 |
| after global routing | 1888 | 0.4750 |
| final | 1888 | 0.4608 |
-- placed cells by master (no fill, tap or decap), drive strengths merged, types with 4 or more instances in the layout --
cell type       n
clkdlybuf4s50  20
a21oi           9
xnor2           6
nor2           15
nand2          27
dfxtp          11
clkbuf          6
dfrtp           5
edfxtp          8
dfstp          10
a32oi           7
inv             8
ha              4
-- logic make-up (layout without fill, tap and decap cells) --
group           Yosys count  count (layout)  synth area share (%)
flops                    34              34                 56.36
mux                       2               2                 1.330
fa+ha+maj                 4               4                 3.325
buf+inv                  15              39                 5.486
xor+xnor                  9               9                 5.237
simple gates             55              55                 15.88
compound gates           25              25                 12.39
-- how the worst max path moves through the flow --
stage	end	slack (ns)	from	cells after the start
CTS	UART_TX_INST.tx_sr[6]	0.83	snd_cmd	6
finish	UART_TX_INST.tx_sr[6]	0.79	snd_cmd	6
global route	UART_TX_INST.tx_sr[6]	0.73	snd_cmd	6
-- worst max-delay path: cells and delay by family --
| family | cells | cell delay (ns) |
|---|---|---|
| buffers and inverters | 2 | 0.73 |
| AND-OR/OR-AND | 3 | 0.64 |
| AND/OR/NAND/NOR | 1 | 0.52 |
-- cell type report --
cell class / instances / area, um2
fill: 864 / 6246
sequential: 34 / 848.3
multi-input combinational: 95 / 574.3
timing repair buffer: 23 / 222.7
tap: 105 / 131.4
clock buffer: 6 / 72.57
inverter: 8 / 30.03
clock inverter: 2 / 8.758
No activity file was given, so power comes from the tool's default toggle rates.
